### ./run.sh
#!/bin/bash
# OpenROAD 26Q1-2900-gdf79404cd8, Yosys 0.63+post, stock flow scripts
make -C /OpenROAD-flow-scripts/flow DESIGN_CONFIG=/design/flow/config.mk WORK_HOME=/design/flow/orfs finish
### ./config.mk
export PLATFORM = sky130hd
export DESIGN_NAME = mux8v
export DESIGN_NICKNAME = mux8v
export VERILOG_FILES = /design/flow/design.v
export SDC_FILE = /design/flow/constraint.sdc
export NUM_CORES = 4
export LEC_CHECK = 1
export CORE_AREA = 10 10 127 127
export DIE_AREA = 0 0 137 137
### ./constraint.sdc
current_design mux8v

set clk_period 1.5
set clk_io_pct 0.2

create_clock -name clk0 -period $clk_period

set non_clock_inputs [all_inputs -no_clocks]
set_input_delay [expr $clk_period * $clk_io_pct] -clock clk0 $non_clock_inputs
set_output_delay [expr $clk_period * $clk_io_pct] -clock clk0 [all_outputs]
### ./design.v
package configurations;
    localparam KUSEG_BASE_ADDR = 64'h0000_0000_0000_0000;
    localparam RAM_BASE_ADDR = KUSEG_BASE_ADDR;   
    localparam ROM_BASE_ADDR = RAM_BASE_ADDR + 64'h1000_0000;   
    localparam PERIPHERAL_BASE = ROM_BASE_ADDR + 64'h1000_0000;  
    localparam TIMER_BASE_ADDR = PERIPHERAL_BASE;
    localparam TIMER_CNT_ADDR = TIMER_BASE_ADDR;
    localparam TIMER_CRL_ADDR = TIMER_BASE_ADDR + 64'h4;
    localparam VGA_BASE_ADDR = TIMER_BASE_ADDR + 64'h8;  
    localparam VGA_COLOR_ADDR = VGA_BASE_ADDR;
    localparam STDOUT_BASE_ADDR = VGA_BASE_ADDR + 64'h8;  
    localparam LED_BASE_ADDR = STDOUT_BASE_ADDR + 64'h8;  
    localparam H_DISPLAY = 10'd640;
    localparam H_R_BORDER = 10'd24;
    localparam H_L_BORDER = 10'd128;
    localparam H_RETRACE = 10'd40;
    localparam H_MAX = (H_DISPLAY + H_L_BORDER + H_R_BORDER + H_RETRACE - 1);
    localparam START_H_RETRACE = (H_DISPLAY + H_R_BORDER);
    localparam END_H_RETRACE = (H_DISPLAY + H_R_BORDER + H_RETRACE - 1);
    localparam V_DISPLAY = 10'd480;
    localparam V_T_BORDER = 10'd8;
    localparam V_B_BORDER = 10'd28;
    localparam V_RETRACE = 10'd3;
    localparam V_MAX = (V_DISPLAY + V_T_BORDER + V_B_BORDER + V_RETRACE - 1);
    localparam START_V_RETRACE = (V_DISPLAY + V_B_BORDER);
    localparam END_V_RETRACE = (V_DISPLAY + V_B_BORDER + V_RETRACE - 1);
    localparam SCALE_FACTOR = 5;
endpackage
package mips_define;
    localparam OP_OTHER0 = 6'h00;
    localparam OP_REGIMM = 6'h01;
    localparam OP_SPECIAL3 = 6'h1f;
    localparam OP_J = 6'h02;
    localparam OP_JAL = 6'h03;
    localparam OP_BEQ = 6'h04;
    localparam OP_BNE = 6'h05;
    localparam OP_ADDI = 6'h08;
    localparam OP_ADDIU = 6'h09;
    localparam OP_SLTI = 6'h0a;
    localparam OP_SLTIU = 6'h0b;
    localparam OP_ANDI = 6'h0c;
    localparam OP_ORI = 6'h0d;
    localparam OP_XORI = 6'h0e;
    localparam OP_LUI = 6'h0f;
    localparam OP_Z0 = 6'h10;
    localparam OP_DADDI = 6'h18;
    localparam OP_DADDIU = 6'h19;
    localparam OP_LB = 6'h20;
    localparam OP_LH = 6'h21;
    localparam OP_LW = 6'h23;
    localparam OP_LBU = 6'h24;
    localparam OP_LHU = 6'h25;
    localparam OP_LWU = 6'h27;
    localparam OP_SB = 6'h28;
    localparam OP_SH = 6'h29;
    localparam OP_SW = 6'h2b;
    localparam OP_BC = 6'h32;
    localparam OP_LD = 6'h37;
    localparam OP_PCREL = 6'h3b;
    localparam OP_SD = 6'h3f;
    localparam OP0_SLL = 6'h00;
    localparam OP0_SRL = 6'h02;
    localparam OP0_SRA = 6'h03;
    localparam OP0_LSA = 6'h05;
    localparam OP0_SRLV = 6'h06;
    localparam OP0_JR = 6'h08;
    localparam OP0_JALR = 6'h09;
    localparam OP0_BREAK = 6'h0d;
    localparam OP0_DLSA = 6'h15;
    localparam OP0_ADD = 6'h20;
    localparam OP0_ADDU = 6'h21;
    localparam OP0_SUB = 6'h22;
    localparam OP0_SUBU = 6'h23;
    localparam OP0_AND = 6'h24;
    localparam OP0_OR = 6'h25;
    localparam OP0_XOR = 6'h26;
    localparam OP0_NOR = 6'h27;
    localparam OP0_SLT = 6'h2a;
    localparam OP0_SLTU = 6'h2b;
    localparam OP0_DADDU = 6'h2d;
    localparam OP0_DSUB = 6'h2e;
    localparam OP0_DADD = 6'h2c;
    localparam OP0_DSLL = 6'h38;
    localparam OP0_DSRL = 6'h3a;
    localparam OP0_DSRA = 6'h3b;
    localparam OP0_DSLL32 = 6'h3c;
    localparam OP0_DSRL32 = 6'h3e;
    localparam OP0_SYSCALL = 6'h0c;
    localparam OPZ_MFCZ = 5'h00;
    localparam OPZ_MTCZ = 5'h04;
    localparam OPR_BAL = 5'h11;
    localparam OP3_FUNC_BSHFL = 6'h20;
    localparam OP3_SEH = 5'h18;
    localparam OP3_SEB = 5'h10;
    localparam OP3_FUNC_CACHE = 6'h25;
    localparam OP_CO = 1'b1;
    localparam OPC_ERET = 6'h18;
endpackage
package structures;
    typedef enum bit [1:0] {
        NORMAL = 0,
        J,
        JR
    } control_type_t;
    typedef enum bit [1:0] {
        NO_FORWARD   = 0,
        FORWARD_ALU,
        FORWARD_MEM1,
        FORWARD_MEM
    } forward_type_t;
    typedef enum bit [2:0] {
        NO_LOAD = 0,
        LOAD_BYTE,
        LOAD_HALF,
        LOAD_WORD,
        LOAD_DWORD
    } mem_load_type_t;
    typedef enum bit [2:0] {
        NO_STORE = 0,
        STORE_BYTE,
        STORE_HALF,
        STORE_WORD,
        STORE_DWORD
    } mem_store_type_t;
    typedef enum bit [1:0] {
        NO_SLT = 0,
        SLT,
        SLTU
    } slt_type_t;
    typedef enum bit [1:0] {
        NO_CUT = 0,
        SIGNED_CUT,
        UNSIGNED_CUT
    } alu_cut_t;
    typedef enum bit [1:0] {
        ORIGIN,
        A,
        B
    } alu_shifter_as_inp_t;
    typedef enum bit [1:0] {
        A_DATA = 0,
        A_SHIFTER,
        A_PC
    } alu_a_src_t;
    typedef enum bit [2:0] {
        B_DATA = 0,
        B_SHIFTER,
        SIGN_IMM,
        ZERO_IMM,
        CACHE_IMM
    } alu_b_src_t;
    typedef enum bit [2:0] {
        ALU_OUT = 0,
        SHIFTER_OUT,
        PC_BRANCH,
        LUI_OUT,
        SLT_OUT,
        SLTU_OUT,
        SEB_OUT,
        SEH_OUT
    } EX_out_src_t;
    typedef enum bit [1:0] {
        BRANCH,
        COMPACT_BRANCH,
        PC_RELATIVE
    } BranchAddr_src_t;
    typedef enum bit [1:0] {
        NO_EXT   = 0,
        EXT_BYTE,
        EXT_HALF
    } ext_src_t;
    typedef enum bit [1:0] {
        SHIFTER = 0,
        ROTATOR,
        SIGN_SHIFTER32,
        SIGN_ROTATOR32
    } cut_barrel_out32_t;
    typedef enum bit [1:0] {
        ICACHE = 0,
        DCACHE,
        TCACHE,
        SCACHE
    } cache_types_t;
    typedef enum bit [2:0] {WB_INVALIDATE = 0} cache_ops_t;
    typedef struct packed {
        cache_ops_t   op;
        cache_types_t t;
    } cache_action_t;
    typedef struct packed {
        logic [63:0] predicted_npc;
        logic [63:0] fetch_pc4, fetch_pc;
        logic [31:0] inst;
    } IF_regs_t;
    typedef struct packed {
        logic [63:0] predicted_npc;
        logic [63:0] A_data, B_data, pc4, pc_branch, jumpAddr;
        logic [4:0] W_regnum, cp0_rd, shamt;
        logic [2:0] alu_op, sel;
        logic [1:0] barrel_plus32;
        control_type_t control_type;
        mem_load_type_t mem_load_type;
        mem_store_type_t mem_store_type;
        alu_cut_t cut_alu_out32;
        alu_a_src_t alu_a_src;
        alu_b_src_t alu_b_src;
        EX_out_src_t ex_out_src;
        cut_barrel_out32_t cut_barrel_out32;
        logic reserved_inst_E,
            write_enable,
            barrel_right,
            shift_arith,
            rotator_src,
            barrel_src,
            barrel_sa_src,
            BEQ,
            BNE,
            BC,
            BAL,
            cache,
            linkpc,
            B_is_reg,
            signed_mem_out,
            ignore_overflow,
            MFC0,
            MTC0,
            ERET,
            break_,
            syscall
        ;
        logic [31:0] inst;
        logic [63:0] pc;
    } ID_regs_t;
    typedef struct packed {
        logic [63:0] predicted_npc;
        logic [63:0] out, B_data, pc4, pc_branch;
        logic [4:0] W_regnum, cp0_rd;
        logic [2:0] sel;
        mem_load_type_t mem_load_type;
        mem_store_type_t mem_store_type;
        logic overflow,
            zero,
            MFC0,
            MTC0,
            break_,
            syscall,
            write_enable,
            BEQ,
            BNE,
            BC,
            BAL,
            cache,
            signed_mem_out,
            lui,
            linkpc
        ;
    } EX_regs_t;
    typedef struct packed {
        logic [63:0] EPC, W_data;
        logic [4:0] W_regnum;
        logic write_enable, takenHandler;   
    } MEM_regs_t;
    typedef struct packed {
        logic [64-6-1:0] mem_addr;
        logic [64*8-1:0] mem_data_out;
        logic mem_req_load, mem_req_store;
    } mem_bus_req_t;
    typedef struct packed {
        logic [64*8-1:0] mem_data;
        logic mem_ready;
    } mem_bus_resp_t;
endpackage
module mux2v #(
    parameter width = 32
) (
    output logic [width-1:0] out,
    input logic [width-1:0] a,
    input logic [width-1:0] b,
    input logic sel
);
    always_comb begin
        out = sel ? b : a;
    end
endmodule
module mux3v #(
    parameter width = 32
) (
    output logic [width-1:0] out,
    input logic [width-1:0] a,
    input logic [width-1:0] b,
    input logic [width-1:0] c,
    input logic [1:0] sel
);
    logic [width - 1:0] tmp;
    mux2v #(width) mux2v_0 (
        tmp,
        a,
        b,
        sel[0]
    );
    mux2v #(width) mux2v_1 (
        out,
        tmp,
        c,
        sel[1]
    );
endmodule
module mux4v #(
    parameter width = 32
) (
    output logic [width-1:0] out,
    input logic [width-1:0] a,
    input logic [width-1:0] b,
    input logic [width-1:0] c,
    input logic [width-1:0] d,
    input logic [1:0] sel
);
    logic [width - 1:0] tmp, tmp2;
    mux2v #(width) mux2v_0 (
        tmp,
        a,
        b,
        sel[0]
    );
    mux2v #(width) mux2v_1 (
        tmp2,
        c,
        d,
        sel[0]
    );
    mux2v #(width) mux2v_2 (
        out,
        tmp,
        tmp2,
        sel[1]
    );
endmodule
module mux8v #(
    parameter width = 32
) (
    output logic [width-1:0] out,
    input logic [width-1:0] a,
    input logic [width-1:0] b,
    input logic [width-1:0] c,
    input logic [width-1:0] d,
    input logic [width-1:0] e,
    input logic [width-1:0] f,
    input logic [width-1:0] g,
    input logic [width-1:0] h,
    input logic [2:0] sel
);
    logic [width - 1:0] tmp, tmp2, tmp3, tmp4;
    mux2v #(width) mux2v_0 (
        tmp,
        a,
        b,
        sel[0]
    );
    mux2v #(width) mux2v_1 (
        tmp2,
        c,
        d,
        sel[0]
    );
    mux2v #(width) mux2v_2 (
        tmp3,
        e,
        f,
        sel[0]
    );
    mux2v #(width) mux2v_3 (
        tmp4,
        g,
        h,
        sel[0]
    );
    mux4v #(width) mux4v_0 (
        out,
        tmp,
        tmp2,
        tmp3,
        tmp4,
        sel[2:1]
    );
endmodule
==> flow_metrics.tcl <==
# collected from the flow reports
set metrics [dict create \
    synthesis.area_per_instance_sq_um 18.2 \
    global_placer_s_final_weighted_congestion 0.947 \
    worst_ep_required_time_ns 1.20 \
    layout-drive-gt1-share_pct 36.5 \
    critical_path_cell_count 5 \
    post_synth_top_cells "mux4_1 (40), mux2_2 (32), mux4_2 (24)" \
    yosys_cells 114 \
    timing.critical_path.slowest_stage_cell "mux4_2" \
    numPlacedInstances 573 \
    seq_cell_count 0 \
    hold_path_class "input pin to output pin" \
    timing.setup.critical_path_class "input pin to output pin" \
    globalRouteTotalUtil_pct 13.4 \
    min_period_over_period_pct 119 \
    seq_area_frac_synth_pct 0 \
    result_of_the_run "finished, violations left" \
    synthToLayoutAreaGrowth_pct 145 \
    drc_errors 0 \
    violations "negative setup slack" \
    die_w_um 137 \
    grt-ovfl-total 0 \
    clkbuf_count 0 \
    pin_count 291 \
    worst_path_dominant_cell_family "multiplexers" \
    grt_max_degree 32 \
    final-hold-violation-count 0 \
    initial_utilization_pct 15.5 \
    crit_buf_inv 3 \
    io_buffer_count 291 \
    cp.arrival_ns 1.48 \
    slowest_delay_ns 0.52 \
    number_of_antenna_violations_at_the_first_check_in_global_routing 3 \
    setup_total_neg_slack_ns -8.16 \
    worstPathMaxFanout 8 \
    post-synth-top-area-cell "mux4_1" \
    number_of_cell_rows 42 \
    via_count 2545 \
    vias_per_cell 4.37 \
    synth.top_cell.area_share_pct 50.7 \
    via_count_of_the_first_global_routing_pass 3106 \
    min_delay_worst_endpoint "out[30]" \
    timing.final.setup_violations 32 \
    netlist_area_before_placement_sq_um 2070 \
    coreArea_sq_um 13300 \
    post_cts.repair.setup_buffers 0 \
    min_delay_path_depth 4 \
    setup_repair_after_global_routing_missed_its_margin "yes" \
    worst_slack_ns -0.281 \
    wl_per_cell_um 22.4 \
    yosys.stat.chipArea_sq_um 2070 \
    power.static_leakage_nw 2.38 \
    min_from "sel[1]" \
    routed_wirelength_um 13000 \
    fmax_ghz 0.562 \
    final-seq-area_sq_um 0 \
    power.density_nw_per_um2 273 \
    final-instance-count-excl-fill 582 \
    ir_worst_vdd_v 0.000124 \
    log.warning_count 35 \
    slew_viol_final 0 \
    placement.cell_area_sq_um 5090 \
    ys_types 7 \
    crit_path_end_kind "output pin" \
    drt-pass1-iter-count 4 \
    synthesis.instances 114 \
    fp.dieH_um 137 \
    maxSlewHeadroom_pct 87.4 \
    hold-worst-slack_ns 1.18 \
    dp_hpwl_um 11200 \
    worst_pin_slew_ns 0.188 \
    timing.critical_path.cells "buf_16 -> buf_12 -> mux4_2 -> mux2_4 -> buf_2" \
    max-cap-violations 0 \
    cts_hold_buffers 0 \
    synthMostInstantiatedCell "mux4_1" \
    synth.yosys.warnings 1 \
    layout_min_cycle_time_ns 1.78 \
    netlist_top_cells_area "mux4_1 (51%), mux4_2 (26%), mux2_2 (17%), buf_6 (3.8%), buf_1 (1.4%)" \
    first_iter_violations 82 \
    post-route-cell-area_sq_um 5080 \
    grt_pass1_wl_um 18800 \
    crit_path_start_kind "input pin" \
    ant_nets 0 \
    floorplan.die_area_sq_um 18800 \
]
-- per-stage QoR --
| stage | power [mW] | utilization (%) | setup WS (ns) |
|---|---|---|---|
| after floorplan | 0.509 | - | -0.0988 |
| after global placement | 1.47 | 38.1 | -0.744 |
| after detailed placement | 1.47 | 38.1 | -0.745 |
| after CTS | 1.39 | 37.9 | -0.298 |
| after global routing | 1.48 | 38.1 | -0.315 |
| final | 1.39 | 38.1 | -0.281 |
-- power breakdown --
group	internal [mW]	total (mW)	switching (mW)
combinational	1.02	1.39	0.364
clock	0.000000267	0.000000267	0
sequential	0	0	0
total	1.02	1.39	0.364
-- worst min-delay path, stage by stage --
cell and delay, ns:
buf_2 0.13, buf_12 0.18, mux2_4 0.18, buf_6 0.08
-- metal layers --
| layer | part of all wire [%] | vias to the layer above | wire, um | track usage [%] |
|---|---|---|---|---|
| li1 | - | 1136 | - | - |
| met1 | 37 | 1238 | 4780 | 15.3 |
| met2 | 52 | 167 | 6790 | 23.8 |
| met3 | 11 | 4 | 1420 | 6.14 |
| met4 | 0.37 | 0 | 48 | 0.468 |
| met5 | 0 | - | 0 | 0 |
-- cells by family after synthesis --
logic type	count (synthesis)	share of synthesized area [%]
buf+inv	18	5.85
mux	96	94.1
-- what timing repair did --
| action | in CTS | in global routing |
|---|---|---|
| endpoints found under the hold margin | 0 | 0 |
| resized | 432 | 4 |
| cloned | 6 | 0 |
| setup endpoints to repair | 32 | 32 |
| pin swaps | 0 | 0 |
-- worst max-delay path by stage --
stage / slack, ns / start / end
CTS: -0.30 / sel[0] / out[16]
global route: -0.32 / sel[0] / out[11]
finish: -0.28 / sel[0] / out[6]
-- area by class of cell --
class                      count  area, sq um
antenna                        3         7.51
fill                        1392         8260
multi-input combinational     96         1920
tap                          176          220
timing repair buffer         307         2940
-- layout by cell type, fill, tap and decap left out --
| cell type | netlist | routed |
|---|---|---|
| dlygate4sd2_1 | 0 | 256 |
| mux4_2 | 24 | 64 |
| mux2_4 | 0 | 32 |
| buf_6 | 7 | 26 |
| buf_2 | 1 | 9 |
| buf_16 | 0 | 7 |
| buf_12 | 0 | 7 |
| diode_2 | 0 | 3 |
| buf_4 | 0 | 1 |
| buf_8 | 0 | 1 |
Power and IR drop assume default switching activity.
