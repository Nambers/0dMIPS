File: /design/flow/run.sh
#!/bin/bash
# OpenROAD 26Q1-2900-gdf79404cd8, Yosys 0.63+post, stock flow scripts
make -C /OpenROAD-flow-scripts/flow DESIGN_CONFIG=/design/flow/config.mk WORK_HOME=/design/flow/orfs finish
File: /design/flow/config.mk
export PLATFORM = sky130hd
export DESIGN_NAME = barrel_shifter32
export DESIGN_NICKNAME = barrel_shifter32
export VERILOG_FILES = /design/flow/design.v
export SDC_FILE = /design/flow/constraint.sdc
export NUM_CORES = 4
export LEC_CHECK = 1
export CORE_UTILIZATION = 30
File: /design/flow/constraint.sdc
current_design barrel_shifter32

set clk_period 4.4
set clk_io_pct 0.2

create_clock -name clk0 -period $clk_period

set non_clock_inputs [all_inputs -no_clocks]
set_input_delay [expr $clk_period * $clk_io_pct] -clock clk0 $non_clock_inputs
set_output_delay [expr $clk_period * $clk_io_pct] -clock clk0 [all_outputs]
File: /design/flow/design.v
package configurations;
    localparam KUSEG_BASE_ADDR = 64'h0000_0000_0000_0000;
    localparam RAM_BASE_ADDR = KUSEG_BASE_ADDR;   
    localparam ROM_BASE_ADDR = RAM_BASE_ADDR + 64'h1000_0000;   
    localparam PERIPHERAL_BASE = ROM_BASE_ADDR + 64'h1000_0000;  
    localparam TIMER_BASE_ADDR = PERIPHERAL_BASE;
    localparam TIMER_CNT_ADDR = TIMER_BASE_ADDR;
    localparam TIMER_CRL_ADDR = TIMER_BASE_ADDR + 64'h4;
    localparam VGA_BASE_ADDR = TIMER_BASE_ADDR + 64'h8;  
    localparam VGA_COLOR_ADDR = VGA_BASE_ADDR;
    localparam STDOUT_BASE_ADDR = VGA_BASE_ADDR + 64'h8;  
    localparam LED_BASE_ADDR = STDOUT_BASE_ADDR + 64'h8;  
    localparam H_DISPLAY = 10'd640;
    localparam H_R_BORDER = 10'd24;
    localparam H_L_BORDER = 10'd128;
    localparam H_RETRACE = 10'd40;
    localparam H_MAX = (H_DISPLAY + H_L_BORDER + H_R_BORDER + H_RETRACE - 1);
    localparam START_H_RETRACE = (H_DISPLAY + H_R_BORDER);
    localparam END_H_RETRACE = (H_DISPLAY + H_R_BORDER + H_RETRACE - 1);
    localparam V_DISPLAY = 10'd480;
    localparam V_T_BORDER = 10'd8;
    localparam V_B_BORDER = 10'd28;
    localparam V_RETRACE = 10'd3;
    localparam V_MAX = (V_DISPLAY + V_T_BORDER + V_B_BORDER + V_RETRACE - 1);
    localparam START_V_RETRACE = (V_DISPLAY + V_B_BORDER);
    localparam END_V_RETRACE = (V_DISPLAY + V_B_BORDER + V_RETRACE - 1);
    localparam SCALE_FACTOR = 5;
endpackage
package mips_define;
    localparam OP_OTHER0 = 6'h00;
    localparam OP_REGIMM = 6'h01;
    localparam OP_SPECIAL3 = 6'h1f;
    localparam OP_J = 6'h02;
    localparam OP_JAL = 6'h03;
    localparam OP_BEQ = 6'h04;
    localparam OP_BNE = 6'h05;
    localparam OP_ADDI = 6'h08;
    localparam OP_ADDIU = 6'h09;
    localparam OP_SLTI = 6'h0a;
    localparam OP_SLTIU = 6'h0b;
    localparam OP_ANDI = 6'h0c;
    localparam OP_ORI = 6'h0d;
    localparam OP_XORI = 6'h0e;
    localparam OP_LUI = 6'h0f;
    localparam OP_Z0 = 6'h10;
    localparam OP_DADDI = 6'h18;
    localparam OP_DADDIU = 6'h19;
    localparam OP_LB = 6'h20;
    localparam OP_LH = 6'h21;
    localparam OP_LW = 6'h23;
    localparam OP_LBU = 6'h24;
    localparam OP_LHU = 6'h25;
    localparam OP_LWU = 6'h27;
    localparam OP_SB = 6'h28;
    localparam OP_SH = 6'h29;
    localparam OP_SW = 6'h2b;
    localparam OP_BC = 6'h32;
    localparam OP_LD = 6'h37;
    localparam OP_PCREL = 6'h3b;
    localparam OP_SD = 6'h3f;
    localparam OP0_SLL = 6'h00;
    localparam OP0_SRL = 6'h02;
    localparam OP0_SRA = 6'h03;
    localparam OP0_LSA = 6'h05;
    localparam OP0_SRLV = 6'h06;
    localparam OP0_JR = 6'h08;
    localparam OP0_JALR = 6'h09;
    localparam OP0_BREAK = 6'h0d;
    localparam OP0_DLSA = 6'h15;
    localparam OP0_ADD = 6'h20;
    localparam OP0_ADDU = 6'h21;
    localparam OP0_SUB = 6'h22;
    localparam OP0_SUBU = 6'h23;
    localparam OP0_AND = 6'h24;
    localparam OP0_OR = 6'h25;
    localparam OP0_XOR = 6'h26;
    localparam OP0_NOR = 6'h27;
    localparam OP0_SLT = 6'h2a;
    localparam OP0_SLTU = 6'h2b;
    localparam OP0_DADDU = 6'h2d;
    localparam OP0_DSUB = 6'h2e;
    localparam OP0_DADD = 6'h2c;
    localparam OP0_DSLL = 6'h38;
    localparam OP0_DSRL = 6'h3a;
    localparam OP0_DSRA = 6'h3b;
    localparam OP0_DSLL32 = 6'h3c;
    localparam OP0_DSRL32 = 6'h3e;
    localparam OP0_SYSCALL = 6'h0c;
    localparam OPZ_MFCZ = 5'h00;
    localparam OPZ_MTCZ = 5'h04;
    localparam OPR_BAL = 5'h11;
    localparam OP3_FUNC_BSHFL = 6'h20;
    localparam OP3_SEH = 5'h18;
    localparam OP3_SEB = 5'h10;
    localparam OP3_FUNC_CACHE = 6'h25;
    localparam OP_CO = 1'b1;
    localparam OPC_ERET = 6'h18;
endpackage
package structures;
    typedef enum bit [1:0] {
        NORMAL = 0,
        J,
        JR
    } control_type_t;
    typedef enum bit [1:0] {
        NO_FORWARD   = 0,
        FORWARD_ALU,
        FORWARD_MEM1,
        FORWARD_MEM
    } forward_type_t;
    typedef enum bit [2:0] {
        NO_LOAD = 0,
        LOAD_BYTE,
        LOAD_HALF,
        LOAD_WORD,
        LOAD_DWORD
    } mem_load_type_t;
    typedef enum bit [2:0] {
        NO_STORE = 0,
        STORE_BYTE,
        STORE_HALF,
        STORE_WORD,
        STORE_DWORD
    } mem_store_type_t;
    typedef enum bit [1:0] {
        NO_SLT = 0,
        SLT,
        SLTU
    } slt_type_t;
    typedef enum bit [1:0] {
        NO_CUT = 0,
        SIGNED_CUT,
        UNSIGNED_CUT
    } alu_cut_t;
    typedef enum bit [1:0] {
        ORIGIN,
        A,
        B
    } alu_shifter_as_inp_t;
    typedef enum bit [1:0] {
        A_DATA = 0,
        A_SHIFTER,
        A_PC
    } alu_a_src_t;
    typedef enum bit [2:0] {
        B_DATA = 0,
        B_SHIFTER,
        SIGN_IMM,
        ZERO_IMM,
        CACHE_IMM
    } alu_b_src_t;
    typedef enum bit [2:0] {
        ALU_OUT = 0,
        SHIFTER_OUT,
        PC_BRANCH,
        LUI_OUT,
        SLT_OUT,
        SLTU_OUT,
        SEB_OUT,
        SEH_OUT
    } EX_out_src_t;
    typedef enum bit [1:0] {
        BRANCH,
        COMPACT_BRANCH,
        PC_RELATIVE
    } BranchAddr_src_t;
    typedef enum bit [1:0] {
        NO_EXT   = 0,
        EXT_BYTE,
        EXT_HALF
    } ext_src_t;
    typedef enum bit [1:0] {
        SHIFTER = 0,
        ROTATOR,
        SIGN_SHIFTER32,
        SIGN_ROTATOR32
    } cut_barrel_out32_t;
    typedef enum bit [1:0] {
        ICACHE = 0,
        DCACHE,
        TCACHE,
        SCACHE
    } cache_types_t;
    typedef enum bit [2:0] {WB_INVALIDATE = 0} cache_ops_t;
    typedef struct packed {
        cache_ops_t   op;
        cache_types_t t;
    } cache_action_t;
    typedef struct packed {
        logic [63:0] predicted_npc;
        logic [63:0] fetch_pc4, fetch_pc;
        logic [31:0] inst;
    } IF_regs_t;
    typedef struct packed {
        logic [63:0] predicted_npc;
        logic [63:0] A_data, B_data, pc4, pc_branch, jumpAddr;
        logic [4:0] W_regnum, cp0_rd, shamt;
        logic [2:0] alu_op, sel;
        logic [1:0] barrel_plus32;
        control_type_t control_type;
        mem_load_type_t mem_load_type;
        mem_store_type_t mem_store_type;
        alu_cut_t cut_alu_out32;
        alu_a_src_t alu_a_src;
        alu_b_src_t alu_b_src;
        EX_out_src_t ex_out_src;
        cut_barrel_out32_t cut_barrel_out32;
        logic reserved_inst_E,
            write_enable,
            barrel_right,
            shift_arith,
            rotator_src,
            barrel_src,
            barrel_sa_src,
            BEQ,
            BNE,
            BC,
            BAL,
            cache,
            linkpc,
            B_is_reg,
            signed_mem_out,
            ignore_overflow,
            MFC0,
            MTC0,
            ERET,
            break_,
            syscall
        ;
        logic [31:0] inst;
        logic [63:0] pc;
    } ID_regs_t;
    typedef struct packed {
        logic [63:0] predicted_npc;
        logic [63:0] out, B_data, pc4, pc_branch;
        logic [4:0] W_regnum, cp0_rd;
        logic [2:0] sel;
        mem_load_type_t mem_load_type;
        mem_store_type_t mem_store_type;
        logic overflow,
            zero,
            MFC0,
            MTC0,
            break_,
            syscall,
            write_enable,
            BEQ,
            BNE,
            BC,
            BAL,
            cache,
            signed_mem_out,
            lui,
            linkpc
        ;
    } EX_regs_t;
    typedef struct packed {
        logic [63:0] EPC, W_data;
        logic [4:0] W_regnum;
        logic write_enable, takenHandler;   
    } MEM_regs_t;
    typedef struct packed {
        logic [64-6-1:0] mem_addr;
        logic [64*8-1:0] mem_data_out;
        logic mem_req_load, mem_req_store;
    } mem_bus_req_t;
    typedef struct packed {
        logic [64*8-1:0] mem_data;
        logic mem_ready;
    } mem_bus_resp_t;
endpackage
module barrel_shifter_left #(
    parameter WIDTH = 32
) (
    output logic [WIDTH-1:0] w5,
    input  logic [WIDTH-1:0] w0,
    input  logic [      4:0] shift_amount
);
    logic [WIDTH-1:0] w1, w2, w3, w4;
    mux2v #(WIDTH) mux_l1 (
        w1,
        w0,
        {w0[WIDTH-2:0], 1'b0},
        shift_amount[0]
    );
    mux2v #(WIDTH) mux_l2 (
        w2,
        w1,
        {w1[WIDTH-3:0], 2'b0},
        shift_amount[1]
    );
    mux2v #(WIDTH) mux_l4 (
        w3,
        w2,
        {w2[WIDTH-5:0], 4'b0},
        shift_amount[2]
    );
    mux2v #(WIDTH) mux_l8 (
        w4,
        w3,
        {w3[WIDTH-9:0], 8'b0},
        shift_amount[3]
    );
    mux2v #(WIDTH) mux_l16 (
        w5,
        w4,
        {w4[WIDTH-17:0], 16'b0},
        shift_amount[4]
    );
endmodule
module barrel_shifter_left_small #(
    parameter WIDTH = 32
) (
    output logic [WIDTH-1:0] w3,
    input  logic [WIDTH-1:0] w0,
    input  logic [      2:0] shift_amount
);
    logic [WIDTH-1:0] w1, w2;
    mux2v #(WIDTH) mux_l1 (
        w1,
        w0,
        {w0[WIDTH-2:0], 1'b0},
        shift_amount[0]
    );
    mux2v #(WIDTH) mux_l2 (
        w2,
        w1,
        {w1[WIDTH-3:0], 2'b0},
        shift_amount[1]
    );
    mux2v #(WIDTH) mux_l4 (
        w3,
        w2,
        {w2[WIDTH-5:0], 4'b0},
        shift_amount[2]
    );
endmodule
module barrel_shifter_right #(
    parameter WIDTH = 32
) (
    output logic [WIDTH-1:0] w5,
    input  logic [WIDTH-1:0] w0,
    input  logic [      4:0] shift_amount,
    input  logic             arithmetic
);
    logic [WIDTH-1:0] w1, w2, w3, w4, r1_final, r2_final, r4_final, r8_final, r16_final;
    mux2v #(WIDTH) mux_r1_sel (
        r1_final,
        {1'b0, w0[WIDTH-1:1]},
        {w0[WIDTH-1], w0[WIDTH-1:1]},
        arithmetic
    );
    mux2v #(WIDTH) mux_r1 (
        w1,
        w0,
        r1_final,
        shift_amount[0]
    );
    mux2v #(WIDTH) mux_r2_sel (
        r2_final,
        {2'b0, w1[WIDTH-1:2]},
        {{2{w1[WIDTH-1]}}, w1[WIDTH-1:2]},
        arithmetic
    );
    mux2v #(WIDTH) mux_r2 (
        w2,
        w1,
        r2_final,
        shift_amount[1]
    );
    mux2v #(WIDTH) mux_r4_sel (
        r4_final,
        {4'b0, w2[WIDTH-1:4]},
        {{4{w2[WIDTH-1]}}, w2[WIDTH-1:4]},
        arithmetic
    );
    mux2v #(WIDTH) mux_r4 (
        w3,
        w2,
        r4_final,
        shift_amount[2]
    );
    mux2v #(WIDTH) mux_r8_sel (
        r8_final,
        {8'b0, w3[WIDTH-1:8]},
        {{8{w3[WIDTH-1]}}, w3[WIDTH-1:8]},
        arithmetic
    );
    mux2v #(WIDTH) mux_r8 (
        w4,
        w3,
        r8_final,
        shift_amount[3]
    );
    mux2v #(WIDTH) mux_r16_sel (
        r16_final,
        {16'b0, w4[WIDTH-1:16]},
        {{16{w4[WIDTH-1]}}, w4[WIDTH-1:16]},
        arithmetic
    );
    mux2v #(WIDTH) mux_r16 (
        w5,
        w4,
        r16_final,
        shift_amount[4]
    );
endmodule
module barrel_shifter32 #(
    parameter WIDTH = 32
) (
    output logic [WIDTH-1:0] data_out,
    input  logic [WIDTH-1:0] data_in,
    input  logic [      4:0] shift_amount,
    input  logic             direction,      
    input  logic             arithmetic
);
    logic [WIDTH-1:0] left_result, right_result;
    barrel_shifter_left #(WIDTH) u_left (
        .w5(left_result),
        .w0(data_in),
        .shift_amount(shift_amount)
    );
    barrel_shifter_right #(WIDTH) u_right (
        .w5(right_result),
        .w0(data_in),
        .shift_amount(shift_amount),
        .arithmetic(arithmetic)
    );
    mux2v #(WIDTH) final_mux (
        .out(data_out),
        .a  (left_result),
        .b  (right_result),
        .sel(direction)
    );
endmodule
module mux2v #(
    parameter width = 32
) (
    output logic [width-1:0] out,
    input logic [width-1:0] a,
    input logic [width-1:0] b,
    input logic sel
);
    always_comb begin
        out = sel ? b : a;
    end
endmodule
module mux3v #(
    parameter width = 32
) (
    output logic [width-1:0] out,
    input logic [width-1:0] a,
    input logic [width-1:0] b,
    input logic [width-1:0] c,
    input logic [1:0] sel
);
    logic [width - 1:0] tmp;
    mux2v #(width) mux2v_0 (
        tmp,
        a,
        b,
        sel[0]
    );
    mux2v #(width) mux2v_1 (
        out,
        tmp,
        c,
        sel[1]
    );
endmodule
module mux4v #(
    parameter width = 32
) (
    output logic [width-1:0] out,
    input logic [width-1:0] a,
    input logic [width-1:0] b,
    input logic [width-1:0] c,
    input logic [width-1:0] d,
    input logic [1:0] sel
);
    logic [width - 1:0] tmp, tmp2;
    mux2v #(width) mux2v_0 (
        tmp,
        a,
        b,
        sel[0]
    );
    mux2v #(width) mux2v_1 (
        tmp2,
        c,
        d,
        sel[0]
    );
    mux2v #(width) mux2v_2 (
        out,
        tmp,
        tmp2,
        sel[1]
    );
endmodule
module mux8v #(
    parameter width = 32
) (
    output logic [width-1:0] out,
    input logic [width-1:0] a,
    input logic [width-1:0] b,
    input logic [width-1:0] c,
    input logic [width-1:0] d,
    input logic [width-1:0] e,
    input logic [width-1:0] f,
    input logic [width-1:0] g,
    input logic [width-1:0] h,
    input logic [2:0] sel
);
    logic [width - 1:0] tmp, tmp2, tmp3, tmp4;
    mux2v #(width) mux2v_0 (
        tmp,
        a,
        b,
        sel[0]
    );
    mux2v #(width) mux2v_1 (
        tmp2,
        c,
        d,
        sel[0]
    );
    mux2v #(width) mux2v_2 (
        tmp3,
        e,
        f,
        sel[0]
    );
    mux2v #(width) mux2v_3 (
        tmp4,
        g,
        h,
        sel[0]
    );
    mux4v #(width) mux4v_0 (
        out,
        tmp,
        tmp2,
        tmp3,
        tmp4,
        sel[2:1]
    );
endmodule
==> results.tsv <==
stage	metric	value	unit
outcome	status	completed	
placed_design	RD Place Congestion	1.018	
placed_design	IO buf count	71	
global_routing	first-pass GRT wire length	26.90	mm
worst_setup_path	critical path class	in -> out	
worst_setup_path	Critical Path Sink	data_out[6]	
layout	number of clock buffers in the layout	0	
final_timing	fin. max-slew vios	0	
pwr	Int Pwr	317.0	uW
drt	Antenna diodes	0	
final_timing	Slew @ Worst Pin	689.4	ps
final_timing	setup_tns	0	ps
synthesis	Simple-Gate Fraction of Synth Area	18.19	%
final_timing	Max-slew headroom	53.87	%
run	max cap viols	0	
synthesis	Complex Gates by Area	29.23	%
drt	Vias	4666	
worst_setup_path	CP Cell Sequence	clkdlybuf4s50_1 -> mux2_2 -> mux4_2 -> a22oi_1 -> nor2_1 -> or3_1 -> clkdlybuf4s50_1	
layout	layout cell share with drive strength beyond 1	23.47	%
worst_setup_path	CP Capture Type	output pin	
floorplanning	die area	13300	um2
layout	FFs & Latches	0	
drt	drt first-iter violations	337	
synthesis	Adder Share, Synth	0	%
final_timing	Hold Fails Final Rpt	0	
synthesis	most numerous cell in the Yosys netlist	nor2_1	
drt	post-route ant nets	0	
floorplanning	area of the core	12570	um2
clock_network	CTS Hold Bufs	0	
drt	Routed wire per std cell	24.06	um
run	tool warnings	32	
drt	DRC errors left	0	
global_routing	largest net degree at the start of global routing	37	
global_routing	remaining global-route overflow	0	
synthesis	Ys Warns	1	
pwr	Comb pwr share	100.0	%
worst_setup_path	type of origin of the critical path	primary input	
synthesis	comb area leader	multiplexers	
floorplanning	Die X	115.3	um
worst_hold_path	worst hold path class	in -> out	
final_timing	Setup Viol. Count Final	0	
synthesis	Seq share, synth	0	%
synthesis	post-synthesis cell area	3852	um2
worst_setup_path	Worst EP required	3520	ps
pwr	Flop pwr share	0	%
synthesis	syn_area_per_cell	7.736	um2
global_routing	Overall Global Routing Usage	27.72	%
pwr	NetSw	348.2	uW
final_timing	Fmax	233.6	MHz
synthesis	Post-Synthesis Cells	498	
final_timing	fin crit period	4281	ps
placed_design	HPWL Detailed	14.51	mm
floorplanning	Die Span Y	115.3	um
synthesis	mux share	44.59	%
drt	Avg Vias per Cell	6.280	
layout	Register Area	0	um2
worst_setup_path	Critical Path Max Stage Delay	540	ps
final_timing	fin crit share	97.30	%
floorplanning	Pre-Place Util	30.65	%
synthesis	Synth area leader	mux4_2	
pwr	power consumption	665.3	uW
pwr	Switching Fraction	52.34	%
synthesis	biggest area cells	mux4_2 23%, mux2i_1 11%, mux2_2 8.5%, nor2_1 7.0%, nand2_1 5.2%	
synthesis	area share, top type	22.80	%
synthesis	Yosys cell types	58	
global_routing	antenna violations before repair	0	
drt	DR pass1 iterations	5	
worst_setup_path	crit path launch	data_in[6]	
pwr	Peak supply drop	0.05815	mV
worst_setup_path	crit path DAT	3400	ps
floorplanning	num ports	71	
synthesis	xor+xnor area frac	0	%
synthesis	number of cells in Yosys stat	498	
worst_setup_path	Crit Path Max Fanout	8	
synthesis	yosys stat chip area	3852	um2
worst_setup_path	critical path's slowest cell	clkdlybuf4s50_1	
final_timing	RSZ-0062 raised after global routing	no	
global_routing	vias in the first global route	4474	
pwr	Static Leak	1.834	nW
synthesis	Commonest cells post-synth	72 x nor2_1, 53 x nand2_1, 43 x mux2i_1, 39 x mux4_2	
pwr	clock share of power	0	%
floorplanning	Site Rows	41	
pwr	cell area power density	135.4	nW/um2
drt	Routed Wire Length	17.88	mm
layout	synthesis-to-finish area growth	27.57	%
worst_setup_path	CP most frequent cell	clkdlybuf4s50_1	
worst max-delay path: cells and delay by family:
kind	cells	cell delay (ps)
and+or+nand+nor	2	470
AOI/OAI and AO/OA	1	200
buffers and inverters	2	970
muxes	2	880
layout by cell type, fill, tap and decap left out, drive strengths merged, types with 4 or more instances in the layout:
cell type / Yosys / final
a211oi: 9 / 9
a21oi: 26 / 26
a221oi: 7 / 7
a222oi: 4 / 4
a22oi: 14 / 14
a31oi: 5 / 5
buf: 27 / 56
clkdlybuf4s50: 0 / 68
inv: 8 / 8
mux2: 31 / 31
mux2i: 43 / 43
mux4: 41 / 41
nand2: 53 / 53
nand2b: 8 / 8
nor2: 72 / 72
nor2b: 6 / 6
nor3: 5 / 5
o211ai: 10 / 10
o21ai: 29 / 29
o221ai: 7 / 7
o22a: 4 / 4
o22ai: 16 / 16
or3: 4 / 4
power by group through the flow:
| stage | Combinational (mW) | Sequential (mW) | Clock, mW |
|---|---|---|---|
| final | 0.665 | 0 | 0 |
| after global routing | 0.708 | 0 | 0 |
| after CTS | 0.655 | 0 | 0 |
through the flow:
step                      cells  worst slack [ps]  utilization [%]  cell area, um2  hold slack, ps
after floorplan             498              1100                -            3852            1947
after global placement      743             103.4            39.07            4911            2777
after detailed placement    743             91.37            39.07            4911            2774
after CTS                   743             84.47            39.07            4911            2774
after global routing        743             10.14            39.10            4915            2844
final                       743             119.0            39.10            4915            2770
timing repair:
action                     CTS  global route
setup endpoints to repair    0            11
buffers inserted             0             0
gates resized                0             1
routing by layer:
metal | part of all wire [%] | global-route usage [%]
met5 | 0 | 0
met4 | 2.6 | 5.801
met3 | 11 | 8.257
met2 | 44 | 42.75
met1 | 43 | 38.92
logic make-up (layout without fill, tap and decap cells):
logic type | count (synthesis) | in the layout
buffers and inverters | 59 | 132
AOI/OAI and AO/OA | 162 | 162
muxes | 115 | 115
and+or+nand+nor | 162 | 162
worst min-delay path by stage:
stage	from	endpoint	slack, ps	depth (start not counted)
after global routing	shift_amount[2]	data_out[26]	2840	5
after CTS	shift_amount[2]	data_out[26]	2770	5
final	shift_amount[2]	data_out[26]	2770	5
layout make-up:
cell class	instances	area, um2
fill	1330	7654
multi-input combinational	439	3545
tap	172	215.2
inverter	8	30.03
timing repair buffer	124	1125
No activity file was given, so power comes from the tool's default toggle rates.
