<file path="/design/flow/design.v">
package configurations;
    localparam KUSEG_BASE_ADDR = 64'h0000_0000_0000_0000;
    localparam RAM_BASE_ADDR = KUSEG_BASE_ADDR;   
    localparam ROM_BASE_ADDR = RAM_BASE_ADDR + 64'h1000_0000;   
    localparam PERIPHERAL_BASE = ROM_BASE_ADDR + 64'h1000_0000;  
    localparam TIMER_BASE_ADDR = PERIPHERAL_BASE;
    localparam TIMER_CNT_ADDR = TIMER_BASE_ADDR;
    localparam TIMER_CRL_ADDR = TIMER_BASE_ADDR + 64'h4;
    localparam VGA_BASE_ADDR = TIMER_BASE_ADDR + 64'h8;  
    localparam VGA_COLOR_ADDR = VGA_BASE_ADDR;
    localparam STDOUT_BASE_ADDR = VGA_BASE_ADDR + 64'h8;  
    localparam LED_BASE_ADDR = STDOUT_BASE_ADDR + 64'h8;  
    localparam H_DISPLAY = 10'd640;
    localparam H_R_BORDER = 10'd24;
    localparam H_L_BORDER = 10'd128;
    localparam H_RETRACE = 10'd40;
    localparam H_MAX = (H_DISPLAY + H_L_BORDER + H_R_BORDER + H_RETRACE - 1);
    localparam START_H_RETRACE = (H_DISPLAY + H_R_BORDER);
    localparam END_H_RETRACE = (H_DISPLAY + H_R_BORDER + H_RETRACE - 1);
    localparam V_DISPLAY = 10'd480;
    localparam V_T_BORDER = 10'd8;
    localparam V_B_BORDER = 10'd28;
    localparam V_RETRACE = 10'd3;
    localparam V_MAX = (V_DISPLAY + V_T_BORDER + V_B_BORDER + V_RETRACE - 1);
    localparam START_V_RETRACE = (V_DISPLAY + V_B_BORDER);
    localparam END_V_RETRACE = (V_DISPLAY + V_B_BORDER + V_RETRACE - 1);
    localparam SCALE_FACTOR = 5;
endpackage
package mips_define;
    localparam OP_OTHER0 = 6'h00;
    localparam OP_REGIMM = 6'h01;
    localparam OP_SPECIAL3 = 6'h1f;
    localparam OP_J = 6'h02;
    localparam OP_JAL = 6'h03;
    localparam OP_BEQ = 6'h04;
    localparam OP_BNE = 6'h05;
    localparam OP_ADDI = 6'h08;
    localparam OP_ADDIU = 6'h09;
    localparam OP_SLTI = 6'h0a;
    localparam OP_SLTIU = 6'h0b;
    localparam OP_ANDI = 6'h0c;
    localparam OP_ORI = 6'h0d;
    localparam OP_XORI = 6'h0e;
    localparam OP_LUI = 6'h0f;
    localparam OP_Z0 = 6'h10;
    localparam OP_DADDI = 6'h18;
    localparam OP_DADDIU = 6'h19;
    localparam OP_LB = 6'h20;
    localparam OP_LH = 6'h21;
    localparam OP_LW = 6'h23;
    localparam OP_LBU = 6'h24;
    localparam OP_LHU = 6'h25;
    localparam OP_LWU = 6'h27;
    localparam OP_SB = 6'h28;
    localparam OP_SH = 6'h29;
    localparam OP_SW = 6'h2b;
    localparam OP_BC = 6'h32;
    localparam OP_LD = 6'h37;
    localparam OP_PCREL = 6'h3b;
    localparam OP_SD = 6'h3f;
    localparam OP0_SLL = 6'h00;
    localparam OP0_SRL = 6'h02;
    localparam OP0_SRA = 6'h03;
    localparam OP0_LSA = 6'h05;
    localparam OP0_SRLV = 6'h06;
    localparam OP0_JR = 6'h08;
    localparam OP0_JALR = 6'h09;
    localparam OP0_BREAK = 6'h0d;
    localparam OP0_DLSA = 6'h15;
    localparam OP0_ADD = 6'h20;
    localparam OP0_ADDU = 6'h21;
    localparam OP0_SUB = 6'h22;
    localparam OP0_SUBU = 6'h23;
    localparam OP0_AND = 6'h24;
    localparam OP0_OR = 6'h25;
    localparam OP0_XOR = 6'h26;
    localparam OP0_NOR = 6'h27;
    localparam OP0_SLT = 6'h2a;
    localparam OP0_SLTU = 6'h2b;
    localparam OP0_DADDU = 6'h2d;
    localparam OP0_DSUB = 6'h2e;
    localparam OP0_DADD = 6'h2c;
    localparam OP0_DSLL = 6'h38;
    localparam OP0_DSRL = 6'h3a;
    localparam OP0_DSRA = 6'h3b;
    localparam OP0_DSLL32 = 6'h3c;
    localparam OP0_DSRL32 = 6'h3e;
    localparam OP0_SYSCALL = 6'h0c;
    localparam OPZ_MFCZ = 5'h00;
    localparam OPZ_MTCZ = 5'h04;
    localparam OPR_BAL = 5'h11;
    localparam OP3_FUNC_BSHFL = 6'h20;
    localparam OP3_SEH = 5'h18;
    localparam OP3_SEB = 5'h10;
    localparam OP3_FUNC_CACHE = 6'h25;
    localparam OP_CO = 1'b1;
    localparam OPC_ERET = 6'h18;
endpackage
package structures;
    typedef enum bit [1:0] {
        NORMAL = 0,
        J,
        JR
    } control_type_t;
    typedef enum bit [1:0] {
        NO_FORWARD   = 0,
        FORWARD_ALU,
        FORWARD_MEM1,
        FORWARD_MEM
    } forward_type_t;
    typedef enum bit [2:0] {
        NO_LOAD = 0,
        LOAD_BYTE,
        LOAD_HALF,
        LOAD_WORD,
        LOAD_DWORD
    } mem_load_type_t;
    typedef enum bit [2:0] {
        NO_STORE = 0,
        STORE_BYTE,
        STORE_HALF,
        STORE_WORD,
        STORE_DWORD
    } mem_store_type_t;
    typedef enum bit [1:0] {
        NO_SLT = 0,
        SLT,
        SLTU
    } slt_type_t;
    typedef enum bit [1:0] {
        NO_CUT = 0,
        SIGNED_CUT,
        UNSIGNED_CUT
    } alu_cut_t;
    typedef enum bit [1:0] {
        ORIGIN,
        A,
        B
    } alu_shifter_as_inp_t;
    typedef enum bit [1:0] {
        A_DATA = 0,
        A_SHIFTER,
        A_PC
    } alu_a_src_t;
    typedef enum bit [2:0] {
        B_DATA = 0,
        B_SHIFTER,
        SIGN_IMM,
        ZERO_IMM,
        CACHE_IMM
    } alu_b_src_t;
    typedef enum bit [2:0] {
        ALU_OUT = 0,
        SHIFTER_OUT,
        PC_BRANCH,
        LUI_OUT,
        SLT_OUT,
        SLTU_OUT,
        SEB_OUT,
        SEH_OUT
    } EX_out_src_t;
    typedef enum bit [1:0] {
        BRANCH,
        COMPACT_BRANCH,
        PC_RELATIVE
    } BranchAddr_src_t;
    typedef enum bit [1:0] {
        NO_EXT   = 0,
        EXT_BYTE,
        EXT_HALF
    } ext_src_t;
    typedef enum bit [1:0] {
        SHIFTER = 0,
        ROTATOR,
        SIGN_SHIFTER32,
        SIGN_ROTATOR32
    } cut_barrel_out32_t;
    typedef enum bit [1:0] {
        ICACHE = 0,
        DCACHE,
        TCACHE,
        SCACHE
    } cache_types_t;
    typedef enum bit [2:0] {WB_INVALIDATE = 0} cache_ops_t;
    typedef struct packed {
        cache_ops_t   op;
        cache_types_t t;
    } cache_action_t;
    typedef struct packed {
        logic [63:0] predicted_npc;
        logic [63:0] fetch_pc4, fetch_pc;
        logic [31:0] inst;
    } IF_regs_t;
    typedef struct packed {
        logic [63:0] predicted_npc;
        logic [63:0] A_data, B_data, pc4, pc_branch, jumpAddr;
        logic [4:0] W_regnum, cp0_rd, shamt;
        logic [2:0] alu_op, sel;
        logic [1:0] barrel_plus32;
        control_type_t control_type;
        mem_load_type_t mem_load_type;
        mem_store_type_t mem_store_type;
        alu_cut_t cut_alu_out32;
        alu_a_src_t alu_a_src;
        alu_b_src_t alu_b_src;
        EX_out_src_t ex_out_src;
        cut_barrel_out32_t cut_barrel_out32;
        logic reserved_inst_E,
            write_enable,
            barrel_right,
            shift_arith,
            rotator_src,
            barrel_src,
            barrel_sa_src,
            BEQ,
            BNE,
            BC,
            BAL,
            cache,
            linkpc,
            B_is_reg,
            signed_mem_out,
            ignore_overflow,
            MFC0,
            MTC0,
            ERET,
            break_,
            syscall
        ;
        logic [31:0] inst;
        logic [63:0] pc;
    } ID_regs_t;
    typedef struct packed {
        logic [63:0] predicted_npc;
        logic [63:0] out, B_data, pc4, pc_branch;
        logic [4:0] W_regnum, cp0_rd;
        logic [2:0] sel;
        mem_load_type_t mem_load_type;
        mem_store_type_t mem_store_type;
        logic overflow,
            zero,
            MFC0,
            MTC0,
            break_,
            syscall,
            write_enable,
            BEQ,
            BNE,
            BC,
            BAL,
            cache,
            signed_mem_out,
            lui,
            linkpc
        ;
    } EX_regs_t;
    typedef struct packed {
        logic [63:0] EPC, W_data;
        logic [4:0] W_regnum;
        logic write_enable, takenHandler;   
    } MEM_regs_t;
    typedef struct packed {
        logic [64-6-1:0] mem_addr;
        logic [64*8-1:0] mem_data_out;
        logic mem_req_load, mem_req_store;
    } mem_bus_req_t;
    typedef struct packed {
        logic [64*8-1:0] mem_data;
        logic mem_ready;
    } mem_bus_resp_t;
endpackage
module mux2v #(
    parameter width = 32
) (
    output logic [width-1:0] out,
    input logic [width-1:0] a,
    input logic [width-1:0] b,
    input logic sel
);
    always_comb begin
        out = sel ? b : a;
    end
endmodule
module mux3v #(
    parameter width = 32
) (
    output logic [width-1:0] out,
    input logic [width-1:0] a,
    input logic [width-1:0] b,
    input logic [width-1:0] c,
    input logic [1:0] sel
);
    logic [width - 1:0] tmp;
    mux2v #(width) mux2v_0 (
        tmp,
        a,
        b,
        sel[0]
    );
    mux2v #(width) mux2v_1 (
        out,
        tmp,
        c,
        sel[1]
    );
endmodule
module mux4v #(
    parameter width = 32
) (
    output logic [width-1:0] out,
    input logic [width-1:0] a,
    input logic [width-1:0] b,
    input logic [width-1:0] c,
    input logic [width-1:0] d,
    input logic [1:0] sel
);
    logic [width - 1:0] tmp, tmp2;
    mux2v #(width) mux2v_0 (
        tmp,
        a,
        b,
        sel[0]
    );
    mux2v #(width) mux2v_1 (
        tmp2,
        c,
        d,
        sel[0]
    );
    mux2v #(width) mux2v_2 (
        out,
        tmp,
        tmp2,
        sel[1]
    );
endmodule
module mux8v #(
    parameter width = 32
) (
    output logic [width-1:0] out,
    input logic [width-1:0] a,
    input logic [width-1:0] b,
    input logic [width-1:0] c,
    input logic [width-1:0] d,
    input logic [width-1:0] e,
    input logic [width-1:0] f,
    input logic [width-1:0] g,
    input logic [width-1:0] h,
    input logic [2:0] sel
);
    logic [width - 1:0] tmp, tmp2, tmp3, tmp4;
    mux2v #(width) mux2v_0 (
        tmp,
        a,
        b,
        sel[0]
    );
    mux2v #(width) mux2v_1 (
        tmp2,
        c,
        d,
        sel[0]
    );
    mux2v #(width) mux2v_2 (
        tmp3,
        e,
        f,
        sel[0]
    );
    mux2v #(width) mux2v_3 (
        tmp4,
        g,
        h,
        sel[0]
    );
    mux4v #(width) mux4v_0 (
        out,
        tmp,
        tmp2,
        tmp3,
        tmp4,
        sel[2:1]
    );
endmodule
module register #(
    parameter width = 32,
    parameter reset_value = 0
) (
    output logic [(width-1):0] Q,
    input logic [(width-1):0] D,
    input logic clk,
    input logic enable,
    input logic rst
);
    always_ff @(posedge clk or posedge rst) begin
        if (rst) Q <= reset_value;
        else if (enable) Q <= D;
    end
endmodule   
module cp0 #(
    parameter [4:0] STATUS_REGISTER = 5'd12,
    parameter [4:0] CAUSE_REGISTER = 5'd13,
    parameter [4:0] EPC_REGISTER    = 5'd14,
    parameter [4:0] BAD_INSTR_REGISTER = 5'd8
) (
    output logic [63:0] rd_data,
    output logic [63:0] EPC,
    output logic        takenHandler,
    input  logic [63:0] wr_data,
    input  logic [ 4:0] regnum,
    input  logic [ 2:0] sel,
    input  logic [63:0] IF_pc,
    input  logic [63:0] curr_pc,
    input  logic        MTC0,
    input  logic        ERET,
    input  logic [ 7:0] interrupt_source,
    input  logic        clock,
    input  logic        reset,
    input  logic        overflow,
    input  logic        reserved_inst,
    input  logic        break_,
    input  logic        syscall
);
    logic [4:0] exc_code   , next_exc_code;
    logic [31:0] user_status;
    logic [31:0] badinstr_D, cause_reg, status_reg;
    logic [63:0] EPC_D;
    logic exception_level, takenInterrupt, takenException;
    register #(32, 32'b0000_0000_0000_0000_1111_1111_0000_0001) user_status_reg (
        user_status,
        wr_data[31:0],
        clock,
        MTC0 && (regnum == STATUS_REGISTER) && (sel == 0),
        reset
    );
    register #(32) badinstr_reg (
        badinstr_D,
        wr_data[31:0],
        clock,
        takenException,
        ERET || reset
    );
    register #(1) exception_lv_reg (
        exception_level,
        takenHandler ? 1'b1 : wr_data[1],
        clock,
        takenHandler || ((MTC0 && regnum == STATUS_REGISTER) && (sel == 0)),
        ERET || reset
    );
    mux3v #(64) data_pc_mux (
        EPC_D,
        wr_data,
        curr_pc,   
        IF_pc,   
        {takenInterrupt, takenException}
    );
    register #(64) EPC_reg (
        EPC,
        EPC_D,
        clock,
        (MTC0 && (regnum == EPC_REGISTER) & (sel == 0)) || takenHandler,
        reset
    );
    always_comb begin
        cause_reg = {
            16'b0,
            interrupt_source,   
            1'b0,
            exc_code,   
            2'b0
        };
        status_reg = {
            user_status[31:3],
            user_status[2],   
            exception_level,   
            user_status[0]   
        };
        unique case ({
            regnum, sel
        })
            {STATUS_REGISTER, 3'b0}: rd_data = {32'b0, status_reg};
            {CAUSE_REGISTER, 3'b0}:  rd_data = {32'b0, cause_reg};
            {EPC_REGISTER, 3'b0}:    rd_data = EPC;
            {BAD_INSTR_REGISTER, 3'b1}: rd_data = {32'b0, badinstr_D};
            default: rd_data = 'x;
        endcase
        case (1'b1)
            overflow:      next_exc_code = 5'h0c;
            reserved_inst: next_exc_code = 5'h0a;
            syscall:       next_exc_code = 5'h08;
            break_:        next_exc_code = 5'h09;
            default:       next_exc_code = 5'h00;
        endcase
        takenException = |next_exc_code;   
        takenInterrupt = ((|(cause_reg[15:8] & status_reg[15:8])) &&  
        (!(|exc_code)) &&   
        (status_reg[0]) &&   
        (!status_reg[2]));   
        takenHandler = (takenInterrupt || takenException) && (!status_reg[1]);   
    end
    always_ff @(posedge clock, posedge reset) begin
        if (reset) begin
            exc_code <= 5'h00;
        end else begin
            if (takenHandler) exc_code <= next_exc_code;
            else if (ERET) exc_code <= '0;
        end
    end
endmodule
</file>
<file path="/design/flow/config.mk">
export PLATFORM = sky130hd
export DESIGN_NAME = cp0
export DESIGN_NICKNAME = cp0
export VERILOG_FILES = /design/flow/design.v
export SDC_FILE = /design/flow/constraint.sdc
export NUM_CORES = 4
export LEC_CHECK = 1
export CORE_UTILIZATION = 30
</file>
<file path="/design/flow/run.sh">
#!/bin/bash
# OpenROAD 26Q1-2900-gdf79404cd8, Yosys 0.63+post, stock flow scripts
make -C /OpenROAD-flow-scripts/flow DESIGN_CONFIG=/design/flow/config.mk WORK_HOME=/design/flow/orfs finish
</file>
<file path="/design/flow/constraint.sdc">
current_design cp0

set clk_period 26.4
set clk_io_pct 0.2

create_clock -name clk0 -period $clk_period [get_ports {clock}]

set non_clock_inputs [all_inputs -no_clocks]
set_input_delay [expr $clk_period * $clk_io_pct] -clock clk0 $non_clock_inputs
set_output_delay [expr $clk_period * $clk_io_pct] -clock clk0 [all_outputs]
</file>
==> out/qor.txt <==
IO Pins - 345
non-filler cells, final - 1367
Tool Warnings - 25
PortBufs - 344
area added between synthesis and finish - 63.14%
# setup viols final - 0
DP Area - 10530 um2
CTS clk-pin slew, worst paths - 0.06 ns
Latency at later pin - 0.42 ns
leakage power - 0.004802 uW
Crit. End Element - primary output
total number of vias - 7091
Mean Syn Cell Area - 9.098 um2
setup TNS - 0 ns
final core occ - 50.45%
post-synthesis cell count - 751
Detail Route Antenna Nets - 0
Max Cap Viol - 0
Fill cells - 2017
Slew headroom - 36.87%
Cells after DPL - 1331
YS warnings - 6
cts repair resizes - 0
ys flop type - dfrtp_1
EDFF count, synth - 0
most area-hungry cell type in the Yosys netlist - dfrtp_1
peak supply drop - 37.88 uV
Rows - 54
Die W - 152.9 um
Final min period - 13.22 ns
pwr/cell area - 67.10 nW/um2
placeable core area - 22090 um2
yosys cell count - 751
vias per cell - 5.187
initial antenna violation count - 4
drt initial violations - 489
Num CTS Buffers - 17
H-Tree Depth - 4
worst hold path class - reg -> reg
unrepaired setup endpoints after global routing - no
largest net degree at the start of global routing - 58
# clock sinks - 132
synthesized cell area - 6833 um2
vias in the first global route - 7029
crit path max fanout - 31
die area - 23380 um2
first-pass GRT wire length - 42.99 mm
area share, top type - 45.05%
Post-synth ARST share - 100.0%
type of the worst setup path - in -> out
Core Util at FP - 30.93%
final period utilization - 50.07%
total grt overflow - 0
chip height - 152.9 um
yosys stat chip area - 6833 um2
share of cells above drive strength 1 - 9.234%
RD Place Congestion - 0.8894
Layout Skew - 0.009851 ns
Top area cell types - dfrtp_1 (45%), nand2_1 (15%), a221o_1 (11%)
Seq/Total Area, Yosys - 48.51%
CP required - 21.12 ns
total track usage - 24.47%
Max Root-Sink Buffers - 2
Setup Fix Bufs, Post-CTS - 0
CTS tree - yes
CTS root buffer - clkbuf_16
FMAX - 75.65 MHz
DP Wirelength - 18.96 mm
final hold violation count - 0
first drt pass iteration count - 5
flops & latches, synth - 132
Worst Tran Pin Value - 0.9449 ns
wire per inst - 20.15 um
hold-fix buffers at CTS - 0
max-slew violation count - 0
Startpoint Class - primary input
status - completed
Unique cell types - 33
WP data arrival - 7.94 ns
DRC - 0
design area - 11150 um2
Detailed Route WL - 27.55 mm
per-layer routing:
metal,vias up,track usage [%],routed length (um)
li1,3296,-,-
met1,3448,34.76,11840
met2,312,39.49,13360
met3,35,5.055,1820
met4,0,5.435,530
met5,-,0,0
per-stage QoR:
step,hold WS (ns),total power (uW),setup slack (ns)
floorplan,0.4391,345.4,14.35
global route,0.4867,785.6,13.04
global placement,0.4517,505.9,13.17
detailed placement,0.4604,505.2,13.15
CTS,0.4732,755.0,13.15
finish,0.4678,747.9,13.18
placed cells by master (no fill, tap or decap), types with 2 or more instances in the layout:
cell             instances
o21ai_0                  2
nor3_1                   2
nor3_4                   2
inv_1                    4
nand2_1                266
buf_4                   15
clkbuf_16               17
diode_2                  4
nand2b_1                 5
clkinv_4                 3
a221o_1                 76
a21oi_1                 67
dfrtp_1                123
and2_1                  32
dfstp_2                  9
bufinv_16                3
a22oi_1                 36
clkdlybuf4s50_1        344
mux2_2                  31
nor2_1                  17
clkinvlp_4               4
nor4_4                   2
inv_6                    3
kinds of logic (layout without fill, tap and decap cells):
| group | Yosys count | count (layout) | share of synthesized area [%] |
|---|---|---|---|
| AOI/OAI and AO/OA | 186 | 186 | 20.80 |
| buffers and inverters | 64 | 396 | 4.358 |
| DFF | 132 | 132 | 48.51 |
| muxes | 32 | 32 | 5.255 |
| other | 0 | 4 | 0 |
| and+or+nand+nor | 337 | 337 | 21.08 |
final timing paths:
kind	cells past startpoint	start	end	slack [ns]
max	7	sel[2]	rd_data[29]	13.18
min	2	badinstr_reg.Q[1]	badinstr_reg.Q[1]	0.47
max reg2reg	6	user_status_reg.Q[14]	EPC_reg.Q[26]	23.42
min reg2reg	2	badinstr_reg.Q[1]	badinstr_reg.Q[1]	0.47
max in group asynchronous	3	reset	user_status_reg.Q[3]	19.83
min in group asynchronous	3	reset	exception_lv_reg.Q	5.43
final cells by class:
class | count | area [um2] | area share (%)
diodes | 4 | 10.01 | 0.08980
repair buffers | 359 | 3556 | 31.90
well taps | 280 | 350.3 | 3.143
clock buffers | 18 | 429.2 | 3.850
multi-input cells | 555 | 3288 | 29.50
flip-flops and latches | 132 | 3314 | 29.73
clock inverters | 14 | 177.7 | 1.594
inverters | 5 | 21.27 | 0.1908
where the power goes:
group	total [uW]	switching, uW	internal (uW)
Clock	247	97.2	150
Sequential	304	49.8	254
Combinational	197	46.6	150
registers in the layout (all words and copies together), names as in the netlist:
name / flops
exc_code: 4
EPC_reg.Q: 64
exception_lv_reg.Q: 1
badinstr_reg.Q: 32
user_status_reg.Q: 31
critical path, stage by stage:
cell and delay (ns):
clkdlybuf4s50_1 0.39, or4b_1 0.88, nor3_4 0.30, buf_4 0.36
a22oi_1 0.15, nand2_1 0.08, clkdlybuf4s50_1 0.48
synthesized netlist by cell type, types with 2 or more instances:
| master | instances |
|---|---|
| nand2_1 | 266 |
| clkbuf_1 | 39 |
| nor3_2 | 2 |
| buf_1 | 4 |
| mux2_2 | 31 |
| buf_2 | 10 |
| dfstp_2 | 9 |
| a221o_1 | 76 |
| nand2b_1 | 6 |
| a22oi_1 | 36 |
| nand3_1 | 2 |
| and2_1 | 32 |
| nor4_4 | 2 |
| dfrtp_1 | 123 |
| buf_6 | 6 |
| nor2_1 | 18 |
| inv_1 | 5 |
| a21oi_1 | 67 |
| nor3_1 | 2 |
| o21ai_0 | 2 |
Power and IR drop assume default switching activity.
